==> ./design.v <==
module asyn_fifo #(
	parameter DW 		 = 16,
	parameter DEPTH 	 = 32,
	parameter PROG_DEPTH = 16   
	)(
	input				rst_n,     
	input				wclk ,     
	input				wren ,     
	input	[DW-1:0]	wdata,     
	output				wfull,     
	output 			prog_full,     
	input				rclk ,     
	input				rden ,     
	output  [DW-1:0]	rdata,     
	output 				rempty     
);
	localparam AW = $clog2(DEPTH) ;
    wire [AW : 0] waddr ;
    wire [AW : 0] waddr_gray ;
    wire [AW : 0] waddr_gray_d ;
    wire wren_notf;
    assign wren_notf = wren && !wfull ;  
    ccnt_gray #(
    	.W(AW+1)
    	) u_push_cnt(
    	.rst_n     (rst_n       ),
    	.clk 	   (wclk        ),
    	.en 	   (wren_notf  ),
    	.cnt  	   (waddr       ),
    	.cnt_gray  (waddr_gray  ),
    	.cnt_gray_d(waddr_gray_d)
    	);
     wire [AW : 0] raddr ;
     wire [AW : 0] raddr_gray ;
     wire [AW : 0] raddr_gray_d ;
     wire          rden_notr ;  
    wire [AW : 0] waddr_gray_rclk ;
    data1c_sync #(
    	.DW   (AW+1) ,
    	.STAGE(3)
    	) u_waddr_to_rclk (
    	.rst_n    (rst_n          ),
    	.clk      (rclk            ),
    	.data_in  (waddr_gray_d   ),
    	.data_out (waddr_gray_rclk)
    	) ;
    wire [AW : 0] raddr_gray_wclk ;
    data1c_sync #(
    	.DW   (AW+1) ,
    	.STAGE(3)
    	) u_raddr_to_rclk (
    	.rst_n    (rst_n          ),
    	.clk      (wclk            ),
    	.data_in  (raddr_gray_d   ),
    	.data_out (raddr_gray_wclk)
    	) ;
     assign rden_notr = rden && !rempty ;
     ccnt_gray #(
    	.W(AW+1)
    	) u_pop_cnt(
    	.rst_n     (rst_n       ),
    	.clk 	   (rclk        ),
    	.en 	   (rden_notr  ),
    	.cnt  	   (raddr       ),
    	.cnt_gray  (raddr_gray  ),
    	.cnt_gray_d(raddr_gray_d)
    	);
    assign rempty = (raddr_gray == waddr_gray_rclk) ;
    assign wfull = (waddr_gray[AW:AW-1] == ~raddr_gray_wclk[AW:AW-1]) &&
    			   (waddr_gray[AW-2:0]  ==  raddr_gray_wclk[AW-2:0]) ;
    wire [AW : 0] raddr_degray_wclk	 ;
    gray_decode #(
    	.W(AW+1)
    ) u_waddr_degray_rclk(
    .gray       (raddr_gray_wclk),
    .gray_decode(raddr_degray_wclk)
    );
    wire [AW : 0] waddr_delta ;
    assign waddr_delta = waddr >= raddr_degray_wclk ?
    					 (waddr - raddr_degray_wclk) :
    					 ((1<<(AW+1)) + waddr - raddr_degray_wclk) ;
    assign prog_full = waddr_delta >= PROG_DEPTH ;
    ramdp # (
    	.AW(AW),
    	.DW(DW)
    ) u_ramdp (
    .clk_wr (wclk),
    .wr_en  (wren_notf),
    .addr_wr(waddr[AW-1:0]),
    .D      (wdata[DW-1:0]),
    .clk_rd (rclk),
    .rd_en  (rden_notr),
    .addr_rd(raddr[AW-1:0]),
    .Q      (rdata[DW-1:0])
    );
endmodule
module ccnt_gray #(
	parameter W = 32'd8
	)(
	input			clk   	   ,   
	input			rst_n 	   ,   
	input			en 	  	   ,
	output	[W-1:0]	cnt   	   ,   
	output	[W-1:0]	cnt_gray   ,   
	output	[W-1:0]	cnt_gray_d     
);
	reg [W-1:0] cnt_r ;
	always @(posedge clk or negedge rst_n) begin
		if (rst_n == 1'b0) begin
			cnt_r <= 'b0 ;
		end
		else if (en) begin
			cnt_r <= cnt_r + 1'b1  ;
		end
	end
	assign cnt = cnt_r ;
	assign cnt_gray = cnt ^ (cnt >> 1) ;
	reg [W-1:0] cnt_gray_buf ;
	always @(posedge clk or negedge rst_n) begin
		if (rst_n == 1'b0) begin
			cnt_gray_buf <= 'b0 ;
		end
		else begin
			cnt_gray_buf <= cnt_gray ;
		end
	end
	assign cnt_gray_d = cnt_gray_buf ;
endmodule
module data1c_sync #(
	parameter DW = 8,    
	parameter STAGE = 3  
	)(
	input clk,     
	input rst_n,   
	input [DW-1:0] data_in,
	output [DW-1:0] data_out
);
	reg [DW-1 : 0] data_r [STAGE-1 : 0] ;
	integer i;
	always @(posedge clk or negedge rst_n) begin
		if (rst_n == 1'b0) begin
			for (i = 0; i < STAGE; i = i + 1) begin
				data_r[i] <= {DW{1'b0}} ;
			end
		end
		else begin
			data_r[0] <= data_in ;
			for (i = 1; i < STAGE; i = i + 1) begin
				data_r[i] <= data_r[i-1] ;
			end
		end
	end
	assign data_out = data_r[STAGE-1] ;
endmodule
module gray_decode #(
	parameter W = 32'd8
	)(
	input  [W-1:0] gray ,
	output [W-1:0] gray_decode
);
	integer i ;
	reg [W-1 : 0] gray_decode_r ;
	always @(*) begin
		gray_decode_r[W-1] = gray[W-1] ;
		for (i = W-2; i >= 0; i = i - 1) begin
			gray_decode_r[i] = gray_decode_r[i+1] ^ gray[i] ;
		end
	end
	assign gray_decode = gray_decode_r ;
endmodule
module ramdp #(
	parameter AW = 5,
	parameter DW = 16
	)(
	input clk_wr     	     ,     
	input [DW-1:0] D 	     ,	   
	input wr_en 	 	     ,     
	input [AW-1:0] addr_wr	 ,     
	input clk_rd     	     ,     
	input rd_en 	 	     ,     
	input [AW-1:0] addr_rd	 ,     
	output reg [DW-1:0] Q 	 	   
);
	reg [DW-1 : 0] mem [(1<<AW)-1 : 0] ;
	always @(posedge clk_wr) begin
		if (wr_en) begin
			mem[addr_wr] <= D ;
		end
	end
	always @(posedge clk_rd) begin
		if (rd_en) begin
			Q <= mem[addr_rd] ;
		end
	end
endmodule
==> ./run.sh <==
#!/bin/bash
# OpenROAD 26Q1-2900-gdf79404cd8, Yosys 0.63+post, stock flow scripts
make -C /OpenROAD-flow-scripts/flow DESIGN_CONFIG=/design/flow/config.mk WORK_HOME=/design/flow/orfs finish
==> ./config.mk <==
export PLATFORM = sky130hd
export DESIGN_NAME = asyn_fifo
export DESIGN_NICKNAME = asyn_fifo
export VERILOG_FILES = /design/flow/design.v
export SDC_FILE = /design/flow/constraint.sdc
export NUM_CORES = 4
export LEC_CHECK = 1
export CORE_UTILIZATION = 30
==> ./constraint.sdc <==
current_design asyn_fifo

set clk_period 9.6
set clk_io_pct 0.2

create_clock -name clk0 -period $clk_period [get_ports {rclk}]
create_clock -name clk1 -period $clk_period [get_ports {wclk}]

set non_clock_inputs [all_inputs -no_clocks]
set_input_delay [expr $clk_period * $clk_io_pct] -clock clk0 $non_clock_inputs
set_output_delay [expr $clk_period * $clk_io_pct] -clock clk0 [all_outputs]
==> job_summary.md <==
## Implementation flow summary

| Metric | Value |
|---|---|
| CTS tree | done |
| First-pass DRT Iterations | 4 |
| Power per standard cell area | 305 nW/um^2 |
| Transition time at the pin with the least slew margin | 796 ps |
| Filler cells | 6,720 |
| Detailed-route via count | 10,200 |
| Setup repair after global routing missed its margin | no |
| Data arrival time of the critical path | 3390 ps |
| Number of distinct library cell variants in the gate-level netlist after synthesis | 32 |
| Aggregate global-route resource usage | 13.8% |
| Vias in the first global route | 11,400 |
| Effective utilization at floorplan | 30.3% |
| Biggest cell delay along the critical path | 520 ps |
| Detailed placement HPWL | 27,400 um |
| Utilization after layout | 35.5% |
| Worst Setup End Kind | output port |
| AND-OR/OR-AND Cells, Area Fraction | 0.686% |
| Count leader, synth | sky130_fd_sc_hd__edfxtp_1 |
| # Cells Yosys | 999 |
| Max-slew headroom at the worst pin | 46.9% |
| RD Place Congestion | 0.844 |
| Yosys chip area | 22,600 um^2 |
| Cell type contributing the most total cell area after synthesis | sky130_fd_sc_hd__edfxtp_1 |
| Area enclosed by the die boundary | 76,500 um^2 |
| Combinational family with the most area after synthesis | multiplexers |
| Count of flip-flops with a built-in enable after synthesis | 528 |
| DRT iter0 DRCs | 565 |
| Gates resized, CTS repair | 0 |
| CTS Hold Bufs | 0 |
| Slowest stage cell on the critical path | sky130_fd_sc_hd__a2111oi_0 |
| Reported leakage power | 8.76 nW |
| Post-synthesis cell area | 22,600 um^2 |
| Met2 wire length | 21,800 um |
| Proportion of layout cells with a drive suffix above 1 | 25.9% |
| Vertical die dimension | 277 um |
| Mux contribution to synthesized area | 17.9% |
| Worst Setup Path Type | reg2out |
| Maximum Capacitance Violations | 0 |
| Synthesis Warnings | 5 |
| Wire length of the first global-routing pass | 72,900 um |
| Share of the synthesized netlist area taken by xor and xnor gates | 1.45% |
| Maximum ir drop on the vdd rail | 0.161 mV |
| Max-area cell share | 70.1% |
| Async S/R FF share, synth | 10.2% |
| I/O pin cnt | 40 |
| Most common flop cell mapped by yosys | sky130_fd_sc_hd__edfxtp_1 |
| Wirelength per Cell | 22.6 um |
| Buffers on Ports | 38 |
| Area fraction in and, or, nand and nor cells | 0.984% |
| Synth top cells by count | sky130_fd_sc_hd__edfxtp_1, sky130_fd_sc_hd__mux4_2, sky130_fd_sc_hd__mux2i_1, sky130_fd_sc_hd__dfrtp_1, sky130_fd_sc_hd__nor2_1 |
| Average cell area after synthesis | 22.6 um^2 |
| Total grt overflow | 0 |
| Warning total across the stage logs | 32 |
| Placed instance area | 24,400 um^2 |
| CP startpoint kind | register |
| Min-delay worst type | reg2reg |
| Number of diodes | 0 |
| Total negative slack for setup checks | 0 ps |
| Aggregate routed wire length | 48,200 um |
| Core area | 74,600 um^2 |
| Std cell rows | 100 |
| Post-route DRC violation count | 0 |
| Flip-flop and latch area | 17,400 um^2 |
| Largest net degree at the start of global routing | 50 |
| Post-CTS clock slew at the launch and capture registers of the worst setup and hold paths | 60 ps |
| Post-layout instance count excluding filler cells | 2,132 |
| Initial antenna violation count | 0 |
| Fin Clk Skew | 16.6 ps |
| Remaining antenna violation count | 0 |
| Post-CTS setup repair buffer count | 0 |
| Metal3 WL | 7890 um |
| Result of the run | completed |
| Via density per instance | 4.76 |
| Number of instances in the synthesized netlist | 999 |
| Highest Signal Layer | met5 |
| Cell repeated most along the worst path | sky130_fd_sc_hd__xor2_1 |
| Die width | 277 um |
| Required time of the critical path | 7680 ps |
| Area share of fa/ha/maj cells after synthesis | 0.995% |
| Final hold vios | 0 |
| Peak fanout along the critical path | 3 |
| Placed Cells | 2,023 |
| Final setup violating endpoints | 0 |
| Post-route cell area | 26,500 um^2 |
| Ranking of synthesized cells by area | sky130_fd_sc_hd__edfxtp_1, sky130_fd_sc_hd__mux4_2, sky130_fd_sc_hd__dfrtp_1 |
| Sequential element share of the synthesized area | 76.7% |
| Routed metal-1 wirelength | 17,600 um |
| Number of max-slew violations in the final report | 0 |
| Logic cell area | 4990 um^2 |
| Clock sink count | 588 |
| Total design power | 8.07 mW |
| Synth flops | 588 |
| Critical Path, Cell by Cell | xnor3_1 -> xor2_1 -> xor2_1 -> ha_1 -> a2111oi_0 -> a22oi_1 -> mux2i_1 -> clkdlybuf4s50_1 |
| Area added between synthesis and finish | 17.0% |
[per-layer routing]
layer  vias to the layer above  global-route usage, %
li1                       4350                      -
met1                      5147                   17.4
met2                       584                   19.9
met3                        68                   10.2
met4                         2                   2.46
met5                         -                  0.938
[registers in the layout (all words and copies together), names as in the netlist]
name / cells
u_pop_cnt.cnt_gray_buf: 6
u_push_cnt.cnt_gray_buf: 6
u_waddr_to_rclk.data_r: 18
u_ramdp.mem: 512
u_push_cnt.cnt_r: 6
u_pop_cnt.cnt_r: 6
u_raddr_to_rclk.data_r: 18
u_ramdp.Q: 16
[per-stage QoR]
stage / hold slack [ps] / worst slack, ps
5_1_grt: 29.8 / 4040
6_report: 36.0 / 4290
2_1_floorplan: 331 / 5730
3_5_place_dp: 335 / 4970
4_1_cts: 8.37 / 4240
3_3_place_gp: 333 / 5010
[critical path: cells and delay by family, from the launching register on]
kind / cells / cell delay (ps)
AND-OR/OR-AND: 2 / 710
XOR/XNOR: 3 / 820
adder cells (fa/ha/maj): 1 / 200
buffers and inverters: 1 / 480
flip-flops: 1 / 410
multiplexers: 1 / 180
[power breakdown]
group | switching, mW | internal, mW | total (mW)
Combinational | 1.25 | 1.10 | 2.35
Sequential | 0.206 | 3.13 | 3.34
Clock | 0.935 | 1.44 | 2.38
Total | 2.39 | 5.67 | 8.07
[worst paths after layout]
check / depth (start not counted) / slack [ps] / end / startpoint
worst max-delay path: 8 / 4290 / prog_full / u_raddr_to_rclk.data_r[2][4]
worst min-delay path: 0 / 40 / u_raddr_to_rclk.data_r[0][5] / u_pop_cnt.cnt_gray_buf[5]
worst max register to register: 6 / 5910 / u_ramdp.Q[5] / u_pop_cnt.cnt_r[0]
worst min register to register: 0 / 40 / u_raddr_to_rclk.data_r[0][5] / u_pop_cnt.cnt_gray_buf[5]
max in group clk1: 4 / 5880 / u_ramdp.mem[30][1] / wren
max in group asynchronous: 2 / 7160 / u_pop_cnt.cnt_r[0] / rst_n
min in group clk0: 0 / 350 / u_waddr_to_rclk.data_r[1][3] / u_waddr_to_rclk.data_r[0][3]
min in group asynchronous: 1 / 1220 / u_push_cnt.cnt_gray_buf[4] / rst_n
[cells in the final DEF (no fill, tap or decap), types with 2 or more instances in the layout]
master,netlist,routed
sky130_fd_sc_hd__buf_4,0,62
sky130_fd_sc_hd__mux2_2,16,16
sky130_fd_sc_hd__clkbuf_16,0,62
sky130_fd_sc_hd__bufinv_16,0,10
sky130_fd_sc_hd__o211ai_1,3,3
sky130_fd_sc_hd__inv_1,7,7
sky130_fd_sc_hd__nand2b_1,4,4
sky130_fd_sc_hd__o2111ai_1,4,4
sky130_fd_sc_hd__clkbuf_1,9,10
sky130_fd_sc_hd__clkinv_2,0,8
sky130_fd_sc_hd__xor2_1,6,6
sky130_fd_sc_hd__clkinvlp_4,0,2
sky130_fd_sc_hd__clkdlybuf4s50_1,0,37
sky130_fd_sc_hd__mux2_1,2,2
sky130_fd_sc_hd__o211ai_2,3,3
sky130_fd_sc_hd__clkinv_1,0,14
sky130_fd_sc_hd__dfrtp_4,0,3
sky130_fd_sc_hd__xnor3_1,3,3
sky130_fd_sc_hd__mux4_2,128,128
sky130_fd_sc_hd__nor2_1,36,36
sky130_fd_sc_hd__mux2i_1,97,97
sky130_fd_sc_hd__o21ai_1,2,2
sky130_fd_sc_hd__dfrtp_1,60,56
sky130_fd_sc_hd__nand2_1,6,6
sky130_fd_sc_hd__inv_6,0,3
sky130_fd_sc_hd__xnor2_1,21,21
sky130_fd_sc_hd__edfxtp_1,528,528
sky130_fd_sc_hd__ha_1,18,18
[logic make-up after synthesis]
logic type | Yosys count
adder cells (fa/ha/maj) | 18
AND-OR/OR-AND | 17
AND/OR/NAND/NOR | 50
XOR/XNOR | 31
buffers and inverters | 52
multiplexers | 243
flip-flops | 588
[area by class of cell]
| class | instances | share of cell area (%) |
|---|---|---|
| Clock inverter | 37 | 1.64 |
| Multi-Input combinational cell | 359 | 18.8 |
| Tap cell | 969 | 4.58 |
| Clock buffer | 72 | 6.01 |
| Timing Repair Buffer | 100 | 3.18 |
| Sequential cell | 588 | 65.6 |
| Inverter | 7 | 0.0993 |
Power figures rest on the tool's default switching activity, not on a simulated workload.
