==> design/flow/design.v <==
module pipeline_handshake(
  input                 clk                     ,
  input                 rstn                    ,
  input         [7:0]   a2,a3,a4,b2,b3,b4       ,
  input         [7:0]   c1,c2,c3,c4             ,
  output  reg   [19:0]  result                  ,
  input                 ready_i                 ,
  input                 valid_i                 ,
  output                ready_o                 ,
  output                valid_o                 
);
wire ready_r1,ready_r2;
reg valid_r1,valid_r2,valid_r3;
reg [7:0] a1,b1;
reg [7:0] a2_r1,a3_r1,a4_r1,b2_r1,b3_r1,b4_r1;
reg [15:0] temp1,temp2,temp3,temp4;
assign ready_o = ~valid_r1 || ready_r1;
always @(posedge clk)begin
  if(!rstn)begin
    valid_r1 <= 1'b0;
  end
  else if(ready_o)begin     
    valid_r1 <= valid_i;
  end
end
always @(posedge clk)begin
  if(ready_o && valid_i)begin  
    a1 <= c1 + c2;
    b1 <= c3 + c4;
    a2_r1 <= a2; a3_r1 <= a3; a4_r1 <= a4;  
    b2_r1 <= b2; b3_r1 <= b3; b4_r1 <= b4;
  end
end
assign ready_r1 = ~valid_r2 || ready_r2;
always @(posedge clk)begin
  if(!rstn)begin
    valid_r2 <= 1'b0;
  end
  else if(ready_r1)begin    
    valid_r2 <= valid_r1;
  end
end
always @(posedge clk)begin
  if(ready_r1 && valid_r1)begin
    temp1 <= a1    * b1;
    temp2 <= a2_r1 * b2_r1;
    temp3 <= a3_r1 * b3_r1;
    temp4 <= a4_r1 * b4_r1;
  end
end
assign ready_r2 = ~valid_r3 || ready_i;
always @(posedge clk)begin
  if(!rstn)begin
    valid_r3 <= 1'b0;
  end
  else if(ready_r2)begin
    valid_r3 <= valid_r2;
  end
end
always @(posedge clk)begin
  if(ready_r2 && valid_r2)begin
    result <= temp1 + temp2 + temp3 + temp4;
  end
end
assign valid_o = valid_r3;
endmodule
==> design/flow/run.sh <==
#!/bin/bash
# OpenROAD 26Q1-2900-gdf79404cd8, Yosys 0.63+post, stock flow scripts
make -C /OpenROAD-flow-scripts/flow DESIGN_CONFIG=/design/flow/config.mk WORK_HOME=/design/flow/orfs finish
==> design/flow/config.mk <==
export PLATFORM = sky130hd
export DESIGN_NAME = pipeline_handshake
export DESIGN_NICKNAME = pipeline_handshake
export VERILOG_FILES = /design/flow/design.v
export SDC_FILE = /design/flow/constraint.sdc
export NUM_CORES = 4
export LEC_CHECK = 1
export CORE_UTILIZATION = 40
==> design/flow/constraint.sdc <==
current_design pipeline_handshake

set clk_period 8.1
set clk_io_pct 0.2

create_clock -name clk0 -period $clk_period [get_ports {clk}]

set non_clock_inputs [all_inputs -no_clocks]
set_input_delay [expr $clk_period * $clk_io_pct] -clock clk0 $non_clock_inputs
set_output_delay [expr $clk_period * $clk_io_pct] -clock clk0 [all_outputs]
==> Slide: Implementation Results <==
Physical Implementation Snapshot

Critical path
  • R2r setup slk: 3.63 ns
  • Critical Path Max Stage Delay: 0.51 ns
  • Element type at the critical path end: primary output
  • Critical path's top delay family: buffers and inverters
  • CP most frequent cell: clkdlybuf4s50_1
  • Nature of the critical path startpoint: input pin
  • Slowest CP cell: nor2b_1
  • Maximum fanout along the worst path: 6
  • Worst EP required: 6.48 ns
  • Cell Chain, Critical Path: clkdlybuf4s50_1 > nor2b_1 > nand3_1 > clkdlybuf4s50_1
  • Buf+Inv Stages, Crit Path: 2
  • CP Data Arrival Time: 3.16 ns
  • Crit Path Class: input pin to primary output

Routing
  • Vias: 9366
  • Vias per cell: 4.82
  • N_diodes: 0
  • Final wirelength: 26900 µm
  • Initial DRC count: 335
  • First-pass DRT Iterations: 5
  • Final antenna-violating net count: 0
  • DRC: 0
  • Drt wl/cell: 13.8 µm

Finish
  • Gate Area: 9590 µm²
  • # fillers: 3238
  • Flop area: 4440 µm²
  • Design area: 17000 µm²
  • Area Growth Syn to Fin: 14.9%
  • Share of cells above drive strength 1: 0.0373

Final timing
  • Period utilization: 0.590
  • Crit path time final: 4.78 ns
  • Fin. max-slew vios: 0
  • Setup violators final: 0
  • Setup slack after layout: 3.32 ns
  • Final-report hold violation count: 0
  • Max_slew headroom: 0.475
  • RSZ-0062 raised after global routing: false
  • Clk_skew: 0.00816 ns
  • TNS Setup: 0 ns
  • Slew @ Worst Pin: 0.788 ns
  • Hold slack final: 0.563 ns
  • Fmax: 0.209 GHz

Place
  • Placed cell area: 16500 µm²
  • GPL Wtd Cong: 0.892
  • Detail Placement HPWL: 21700 µm
  • Buffers on Ports: 103
  • Pre-CTS setup slack: 3.31 ns

CTS
  • Max Root-Sink Buffers: 2
  • TritonCTS Sinks: 149
  • Number of CTS-inserted buffers: 17
  • Post CTS Setup Buffer Count: 0
  • CTS H-tree depth: 4
  • CTS tree: built
  • Clock latency (worst-skew pair): 0.44 ns
  • Clk root buf: clkbuf_16
  • CTS clk-pin slew, worst paths: 0.07 ns
  • Cts hold-fix bufs: 0
  • CTS resizes: 0

Yosys
  • Top-area cell type share of the netlist area: 0.296
  • Yosys warning tally: 1
  • Ys cells: 1338
  • Yosys chip area: 14800 µm²
  • Main synth FF type: edfxtp_1
  • Post-synth seq share: 0.300
  • Mapped Area: 14800 µm²
  • Post-synth regs: 149
  • Gate Count Post-Synth: 1338
  • Avg Cell Area, Syn: 11.1 µm²
  • Post-synth area hogs: edfxtp_1 (30%), fa_1 (24%), ha_1 (15%)
  • Synth area leader: edfxtp_1
  • Synth cell types: 59
  • Ys async rst share: 0
  • EDFF count, synth: 146

Floorplan
  • Die Width: 195 µm
  • Chip Area: 37800 µm²
  • Ports: 106
  • Starting Density: 0.406
  • Die Span Y: 195 µm
  • Core Area: 36500 µm²
  • Row cnt: 70

Min path
  • Hold Crit Class: flop to flop

Global route
  • Number of global-route vias before repair: 9752
  • Initial antenna violation count: 0
  • GR Util met1: 0.253
  • Most used routing layer: met1
  • Largest net degree at the start of global routing: 64
  • Total track usage: 0.163
  • Congestion Overflow GR: 0
  • First-pass GRT wire length: 47200 µm
  • GR Layer Usage met2: 0.250
  • Met3 usage: 0.0508

Run
  • Max_cap viols: 0
  • Tool warnings: 25

Status
  • Status: finished, final reports clean
[path summary, 6_finish.rpt]
path / start / end / cells after the start
worst min register to register: temp4[0] / result[0] / 1
worst min-delay path: temp4[0] / result[0] / 1
worst max register to register: a2_r1[1] / temp2[15] / 13
worst max-delay path: ready_i / ready_o / 4
[cells in the mapped netlist, types with 8 or more instances]
cell type and n:
ha_1 175, xnor2_1 51, nor3_1 11, a21oi_1 46, xor2_1 16, edfxtp_1 146, inv_1 215, fa_1 178
nand2_1 73, a21o_1 16, nor2b_1 14, nand3_1 9, a211oi_1 8, nor2_1 47, o21ai_0 33, and2_1 209
[layout make-up]
| cell class | count | area share |
|---|---|---|
| sequential | 149 | 0.261 |
| tap | 468 | 0.0344 |
| timing repair buffer | 107 | 0.0623 |
| clock buffer | 18 | 0.0252 |
| multi-input combinational | 972 | 0.563 |
| inverter | 215 | 0.0474 |
| clock inverter | 14 | 0.00683 |
[through the flow]
step / instances / utilization
global route: 1943 / 0.466
CTS: 1943 / 0.466
finish: 1943 / 0.466
detailed placement: 1911 / 0.451
global placement: 1911 / 0.451
floorplan: 1339 / -
[state kept, by name (all words and copies together), names as in the netlist, 16 cells and up]
| signal | count |
|---|---|
| result | 18 |
| temp1 | 16 |
| temp2 | 16 |
| temp3 | 16 |
| temp4 | 16 |
[logic make-up (layout without fill, tap and decap cells)]
logic type / count (synthesis) / count (layout) / synth area share
and+or+nand+nor: 388 / 388 / 0.143
adders and majority gates: 353 / 353 / 0.388
buffers and inverters: 218 / 354 / 0.0558
AOI/OAI and AO/OA: 158 / 158 / 0.0709
DFF: 149 / 149 / 0.300
xor gates and xnor gates: 67 / 67 / 0.0396
muxes: 4 / 4 / 0.00270
other: 1 / 2 / 0.000253
[cells in the final DEF (no fill, tap or decap), types with 4 or more instances in the layout]
cell type	synthesis	routed
nor2b_1	14	13
a211oi_1	8	8
o211ai_1	4	4
buf_4	2	4
edfxtp_1	146	146
nand2_1	73	73
or3_1	4	4
inv_1	215	215
a31o_2	4	4
and2_1	209	209
nor3_1	11	11
clkdlybuf4s50_1	0	103
nand3_1	9	9
nand2b_1	5	5
inv_6	0	6
nor2_1	47	47
ha_1	175	175
o21ai_0	33	33
clkbuf_16	0	17
mux2i_1	4	4
o21a_1	5	5
o21bai_1	7	7
xor2_1	16	16
fa_1	178	178
a21oi_1	46	46
xnor2_1	51	51
a21o_1	16	16
[metal layers]
layer	part of all wire	vias up
met5	0	-
met4	0.011	0
met3	0.062	16
met2	0.46	205
met1	0.47	4477
li1	-	4668
