<file path="/design/flow/run.sh">
#!/bin/bash
# OpenROAD 26Q1-2900-gdf79404cd8, Yosys 0.63+post, stock flow scripts
make -C /OpenROAD-flow-scripts/flow DESIGN_CONFIG=/design/flow/config.mk WORK_HOME=/design/flow/orfs finish
</file>
<file path="/design/flow/config.mk">
export PLATFORM = sky130hd
export DESIGN_NAME = handshake_fifo
export DESIGN_NICKNAME = handshake_fifo
export VERILOG_FILES = /design/flow/design.v
export SDC_FILE = /design/flow/constraint.sdc
export NUM_CORES = 4
export LEC_CHECK = 1
export CORE_UTILIZATION = 50
</file>
<file path="/design/flow/constraint.sdc">
current_design handshake_fifo

set clk_period 18.0
set clk_io_pct 0.2

create_clock -name clk0 -period $clk_period [get_ports {clk}]

set non_clock_inputs [all_inputs -no_clocks]
set_input_delay [expr $clk_period * $clk_io_pct] -clock clk0 $non_clock_inputs
set_output_delay [expr $clk_period * $clk_io_pct] -clock clk0 [all_outputs]
</file>
<file path="/design/flow/design.v">
module handshake_fifo #(
    parameter DATA_WIDTH = 32
)(
    input wire clk,
    input wire rst,
    input wire i_vld,
    input wire i_rdy,
    input wire [DATA_WIDTH-1:0] i_a,
    input wire [DATA_WIDTH-1:0] i_b,
    input wire [DATA_WIDTH-1:0] i_c,
    input wire [DATA_WIDTH-1:0] i_d,
    input wire [DATA_WIDTH-1:0] i_e,
    input wire [DATA_WIDTH-1:0] i_f,
    output logic [DATA_WIDTH-1:0] o_dout,
    output logic o_vld,
    output logic o_rdy
);
    reg  vld_r1;
    wire rdy_r1;
    reg  vld_r2;
    wire rdy_r2;
    reg  vld_r3;
    wire rdy_r3;
    reg [DATA_WIDTH-1:0] r1_ab;
    reg [DATA_WIDTH-1:0] r1_cd;
    reg [DATA_WIDTH-1:0] r1_ef;
    reg [DATA_WIDTH-1:0] r2_abcd;
    reg [DATA_WIDTH-1:0] r2_ef;
    reg [DATA_WIDTH-1:0] r3;
    assign o_rdy = ~vld_r1 || rdy_r1;
    always_ff @(posedge clk) begin
        if (rst) begin
            vld_r1 <= 1'b0;
        end else if (o_rdy) begin
            vld_r1 <= i_vld;
        end
    end
    always_ff @( posedge clk ) begin
        if (o_rdy && i_vld) begin
            r1_ab <= i_a + i_b;
            r1_cd <= i_c + i_d;
            r1_ef <= i_e + i_f;
        end
    end
    assign rdy_r1 = ~vld_r2 || rdy_r2;
    always_ff @(posedge clk) begin
        if (rst) begin
            vld_r2 <= 1'b0;
        end else if (rdy_r1) begin
            vld_r2 <= vld_r1;
        end
    end
    always_ff @( posedge clk ) begin
        if (rdy_r1 && vld_r1) begin
            r2_abcd <= r1_ab + r1_cd;
            r2_ef <= r1_ef;
        end
    end
    assign rdy_r2 = ~vld_r3 || rdy_r3;
    always_ff @(posedge clk) begin
        if (rst) begin
            vld_r3 <= 1'b0;
        end else if (rdy_r2) begin
            vld_r3 <= vld_r2;
        end
    end
    always_ff @( posedge clk ) begin
        if (rdy_r2 && vld_r2) begin
            r3 <= r2_abcd + r2_ef;
        end
    end
    assign o_vld = vld_r3;
    assign o_dout = r3;
endmodule
</file>
==> results_tabular.tex <==
% Generated from flow reports
\begin{tabular}{lr}
\hline
Metric & Value \\
\hline
\multicolumn{2}{l}{\textbf{Run status}} \\
Outcome & completed \\
\multicolumn{2}{l}{\textbf{Worst setup path}} \\
Internal reg-to-reg setup slack & 14.73 ns \\
Critical path startpoint category & input port \\
Most common cell on crit path & sky130\_fd\_sc\_hd\_\_a41oi\_2 \\
Largest fanout on the critical path & 4 \\
Data arrival time of the critical path & 6.74 ns \\
Beginning of the worst register-to-register path & r1\_ab[0]\$\_DFFE\_PP\_ \\
Cell Chain, Critical Path & clkdlybuf4s50\_1 -> ha\_1 -> fa\_1 -> a21oi\_1 -> nor3b\_2 -> o221ai\_2 -> a31oi\_2 -> a41oi\_2 -> a21oi\_2 -> a41oi\_2 -> mux2i\_1 -> or4\_1 \\
Start point of the critical path & i\_d[0] \\
Required time of the critical path & 18.15 ns \\
Kind of cell adding the most delay to the critical path & AND-OR/OR-AND gates \\
Largest incremental delay on the critical path & 0.55 ns \\
Buffer-and-inverter tally for the worst setup path & 1 \\
Cell type of the slowest stage on the worst timing path & sky130\_fd\_sc\_hd\_\_or4\_1 \\
Endpoint class of the critical path & flop \\
Worst Setup Path Type & in2reg \\
\multicolumn{2}{l}{\textbf{Final timing}} \\
Unrepaired setup endpoints after global routing & false \\
Aggregate negative setup slack & 0 ns \\
Transition time at the pin with the least slew margin & 0.751 ns \\
Post-route fraction of the period consumed by the critical path & 36.6\% \\
Final min period & 6.59 ns \\
Pins over their slew limit & 0 \\
Endpoints failing setup & 0 \\
Max transition margin & 49.9\% \\
Maximum clock rate & 152 MHz \\
Hold violation count in the final report & 0 \\
Worst setup slack after layout & 11.41 ns \\
Setup skew after layout & 0.0128 ns \\
\multicolumn{2}{l}{\textbf{Synthesis}} \\
Synth Instances & 1284 \\
Area leader, netlist & sky130\_fd\_sc\_hd\_\_edfxtp\_1 \\
Asr flop ratio synth & 0\% \\
Mean instance size in the synthesized netlist & 10.6 µm² \\
Dominant register cell & sky130\_fd\_sc\_hd\_\_edfxtp\_1 \\
Distinct cell type count after synthesis & 70 \\
Most numerous cell types in the synthesized netlist & sky130\_fd\_sc\_hd\_\_edfxtp\_1 (192), sky130\_fd\_sc\_hd\_\_ha\_1 (155), sky130\_fd\_sc\_hd\_\_a21oi\_1 (147) \\
Number of warnings issued by yosys & 2 \\
Most common cell in the synthesized netlist & sky130\_fd\_sc\_hd\_\_edfxtp\_1 \\
Share of the yosys chip area belonging to registers & 42.8\% \\
Count of library flops with an enable pin & 192 \\
Fraction of post-synthesis cell area in the top cell type by area & 42.4\% \\
Flops \& latches, synth & 195 \\
Yosys stat area & 13600 µm² \\
Area contributors post-synth & sky130\_fd\_sc\_hd\_\_edfxtp\_1 (42\%), sky130\_fd\_sc\_hd\_\_ha\_1 (14\%), sky130\_fd\_sc\_hd\_\_xnor2\_1 (5.5\%) \\
Post-synthesis instance area & 13600 µm² \\
Yosys stat cell total & 1284 \\
\multicolumn{2}{l}{\textbf{Finish}} \\
Proportion of layout cells with a drive suffix above 1 & 3.33\% \\
Syn-to-layout area delta & 23.9\% \\
Number of filler cells placed in the layout & 2122 \\
\multicolumn{2}{l}{\textbf{Placed design}} \\
Count of input and output buffers & 227 \\
HPWL Detailed & 22700 µm \\
Post-placement setup slack & 10.96 ns \\
Routability congestion estimate & 0.932 \\
\multicolumn{2}{l}{\textbf{Global routing}} \\
Total global routing track utilization & 21.4\% \\
Gr ovfl total & 0 \\
Via count of the first global-routing pass & 9794 \\
Pin count of the biggest net entering global routing & 65 \\
Antenna violations before repair & 0 \\
Wire length of the first global-routing pass & 45800 µm \\
\multicolumn{2}{l}{\textbf{Clock network}} \\
Total setup buffers inserted after CTS & 0 \\
Clock tree from TritonCTS & done \\
Post-cts sizing count & 0 \\
Clock slew at reported path FFs & 0.07 ns \\
Total number of clock tree sinks & 195 \\
Num CTS Buffers & 17 \\
Post-cts hold-fix buffer tally & 0 \\
Maximum count of clock buffers along a single path & 2 \\
Root buffer selected by CTS & sky130\_fd\_sc\_hd\_\_clkbuf\_16 \\
Source-to-sink clock delay at the later pin of the worst-skew pair & 0.43 ns \\
H-tree Lvls & 4 \\
\multicolumn{2}{l}{\textbf{Power}} \\
Switching portion of total power & 31.5\% \\
Switching Power & 0.506 mW \\
Leak pwr & 6.77 nW \\
Combinational power share & 36.8\% \\
Sequential share of power & 39.7\% \\
Cell-internal power & 1.10 mW \\
Power density over cell area & 95.3 nW/µm² \\
Maximum vdd drop & 0.0000613 V \\
Clock group share of total power & 23.5\% \\
\multicolumn{2}{l}{\textbf{Routing}} \\
Total antenna diodes in the routed design & 0 \\
Detailed Route WL & 27800 µm \\
Average routed wire per standard cell & 14.8 µm \\
Post-route DRC & 0 \\
DR vias/cell & 5.51 \\
Antenna viol nets, final & 0 \\
First-pass DRT Iterations & 5 \\
Number of vias in the routed layout & 10.3k \\
Highest metal layer with signal wires & met4 \\
Total met2 wirelength after detailed routing & 12300 µm \\
Met1 WL & 13300 µm \\
Detailed route wirelength on metal3 & 1800 µm \\
DR iter-0 viols & 511 \\
\multicolumn{2}{l}{\textbf{Floorplanning}} \\
Area of the chip & 27900 µm² \\
Number of top-level design ports & 230 \\
Row count & 60 \\
Floorplan utilization & 50.8\% \\
Core Area & 26800 µm² \\
Die outline width & 167 µm \\
Overall die height & 167 µm \\
\multicolumn{2}{l}{\textbf{Run}} \\
Count of maximum capacitance violations & 0 \\
Log Warnings & 27 \\
\multicolumn{2}{l}{\textbf{Hold path}} \\
Hold path startpoint & r1\_ef[31]\$\_DFFE\_PP\_ \\
Type of the most critical hold path & reg2reg \\
\hline
\end{tabular}
-- through the flow --
| stage | power (mW) | cell area, µm² | hold WS, ns | cells | utilization (%) |
|---|---|---|---|---|---|
| after floorplan | 1.07 | 13600 | 0.400 | 1284 | - |
| after global placement | 1.23 | 16300 | 0.401 | 1840 | 60.7 |
| after detailed placement | 1.23 | 16300 | 0.405 | 1840 | 60.7 |
| after CTS | 1.62 | 16900 | 0.414 | 1871 | 62.9 |
| after global routing | 1.72 | 16900 | 0.416 | 1871 | 62.9 |
| final | 1.61 | 16900 | 0.411 | 1871 | 62.9 |
-- flip-flops by register name, summed over array words and instances, names as in the netlist --
register	cells
r1_ab	32
r1_cd	32
r1_ef	32
r2_abcd	32
r2_ef	32
r3	32
vld_r1	1
vld_r2	1
vld_r3	1
-- worst paths after layout --
kind                            depth (start not counted)                     to
worst max-delay path                                   12    r1_cd[28]$_DFFE_PP_
worst min-delay path                                    0    r2_ef[31]$_DFFE_PP_
worst max register to register                         11  r2_abcd[28]$_DFFE_PP_
worst min register to register                          0    r2_ef[31]$_DFFE_PP_
-- final cells by class --
cell class / instances / area [µm²] / area share (%)
Clock buffer: 17 / 425 / 2.52
Inverter: 35 / 131 / 0.779
Timing Repair Buffer: 230 / 2290 / 13.6
Clock inverter: 14 / 166 / 0.987
Tap cell: 341 / 427 / 2.53
Sequential cell: 195 / 5830 / 34.6
Multi-Input combinational cell: 1039 / 7590 / 45.0
-- kinds of logic (layout without fill, tap and decap cells) --
group,after synthesis,after routing,synth area share [%]
XOR/XNOR,138,138,8.88
AND-OR/OR-AND,421,421,20.2
buffers and inverters,50,296,1.42
other,1,1,0.0276
AND/OR/NAND/NOR,316,316,11.4
flip-flops,195,195,42.8
adder cells (fa/ha/maj),160,160,15.0
multiplexers,3,3,0.221
-- power groups by stage --
| stage | registers, mW | logic [mW] | clock network (mW) |
|---|---|---|---|
| after CTS | 0.639 | 0.591 | 0.388 |
| after global routing | 0.646 | 0.665 | 0.406 |
| final | 0.638 | 0.591 | 0.377 |
-- layout by cell type (no fill, tap or decap), drive strengths merged, types with 5 or more instances in the layout --
cell type      instances
a211oi                11
nor3b                  6
o21ai                 61
a31oi                 14
o21a                  15
nor2b                 18
and2                  14
ha                   155
nand3                 40
nor2                  64
xor2                  53
clkbuf                17
o21bai                22
edfxtp               192
clkdlybuf4s50        226
nand4                 13
o31ai                  8
fa                     5
xnor2                 85
and3                  24
or3                    5
a21oi                148
nand2                 84
o2111ai                7
inv                   43
o211ai                 8
a41oi                  8
a21o                  71
nor3                  21
nand2b                14
a21boi                 8
a2111oi                6
-- metal layers --
layer | track usage (%) | up-vias
met5 | 0 | -
met4 | 2.29 | 0
met3 | 5.40 | 29
met2 | 32.8 | 275
met1 | 33.6 | 4631
li1 | - | 5370
-- worst register-to-register path, stage by stage, from the launching register on --
cell                        delay, ns
sky130_fd_sc_hd__edfxtp_1        0.37
sky130_fd_sc_hd__ha_1            0.23
sky130_fd_sc_hd__fa_1            0.43
sky130_fd_sc_hd__a211oi_1        0.27
sky130_fd_sc_hd__o21bai_1        0.15
sky130_fd_sc_hd__o2111ai_1       0.29
sky130_fd_sc_hd__a31oi_1         0.21
sky130_fd_sc_hd__o41ai_2         0.39
sky130_fd_sc_hd__o21bai_1        0.16
sky130_fd_sc_hd__a21o_1          0.21
sky130_fd_sc_hd__a21o_1          0.18
sky130_fd_sc_hd__xor2_1          0.13
Power figures rest on the tool's default switching activity, not on a simulated workload.
